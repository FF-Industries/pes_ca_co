<file path="./run.sh">
#!/bin/bash
# OpenROAD 26Q1-2900-gdf79404cd8, Yosys 0.63+post, stock flow scripts
make -C /OpenROAD-flow-scripts/flow DESIGN_CONFIG=/design/flow/config.mk WORK_HOME=/design/flow/orfs finish
</file>
<file path="./config.mk">
export PLATFORM = sky130hd
export DESIGN_NAME = pes_se_M
export DESIGN_NICKNAME = pes_se_M
export VERILOG_FILES = /design/flow/design.v
export SDC_FILE = /design/flow/constraint.sdc
export NUM_CORES = 4
export LEC_CHECK = 1
export CORE_AREA = 10 10 70 70
export DIE_AREA = 0 0 80 80
</file>
<file path="./constraint.sdc">
current_design pes_se_M

set clk_period 6.6
set clk_io_pct 0.2

create_clock -name clk0 -period $clk_period

set non_clock_inputs [all_inputs -no_clocks]
set_input_delay [expr $clk_period * $clk_io_pct] -clock clk0 $non_clock_inputs
set_output_delay [expr $clk_period * $clk_io_pct] -clock clk0 [all_outputs]
</file>
<file path="./design.v">
module pes_se_M(
    input [3:0] A,
    input [3:0] B,
    output [7:0] product
);
wire c0, c1, c2, c3, c4, c5, c6, c7, c8, c9, c10;
wire sum_u1, sum_u2, sum_u3, sum_u5, sum_u6, sum_u7;
assign product[0] = A[0] & B[0];
half_adder u0 (.a(A[0]&B[1]), .b(A[1]&B[0]), .sum(product[1]), .carry(c0));
full_adder u1 (.a(A[1]&B[1]), .b(A[2]&B[0]), .cin(c0), .sum(sum_u1), .cout(c1));
full_adder u2 (.a(A[2]&B[1]), .b(A[3]&B[0]), .cin(c1), .sum(sum_u2), .cout(c2));
half_adder u3 (.a(A[3]&B[1]), .b(c2), .sum(sum_u3), .carry(c3));
half_adder u4 (.a(A[0]&B[2]), .b(sum_u1), .sum(product[2]), .carry(c4));
full_adder u5 (.a(A[1]&B[2]), .b(sum_u2), .cin(c4), .sum(sum_u5), .cout(c5));
full_adder u6 (.a(A[2]&B[2]), .b(sum_u3), .cin(c5), .sum(sum_u6), .cout(c6));
full_adder u7 (.a(A[3]&B[2]), .b(c3), .cin(c6), .sum(sum_u7), .cout(c7));
half_adder u8 (.a(A[0]&B[3]), .b(sum_u5), .sum(product[3]), .carry(c8));
full_adder u9 (.a(A[1]&B[3]), .b(sum_u6), .cin(c8), .sum(product[4]), .cout(c9));
full_adder u10(.a(A[2]&B[3]), .b(sum_u7), .cin(c9), .sum(product[5]), .cout(c10));
full_adder u11(.a(A[3]&B[3]), .b(c7), .cin(c10), .sum(product[6]), .cout(product[7]));
endmodule
module full_adder (
    input a, b, cin,           
    output sum, cout           
);
wire sum1, carry1, carry2;
half_adder HA1 (
    .a(a),
    .b(b),
    .sum(sum1),
    .carry(carry1)
);
half_adder HA2 (
    .a(sum1),
    .b(cin),
    .sum(sum),
    .carry(carry2)
);
assign cout = carry1 | carry2;
endmodule
module half_adder (
    input a,b,
    output sum,carry
);
assign sum = a ^ b;
assign carry = a & b;
endmodule
</file>
==> out/metrics.yaml <==
drt_iter0_drc: 2
place_congestion: 0.681
drt-met1-wl_um: 248
ant_nets: 0
syn-instance-count: 46
final_core_util: 0.177
warning_count: 32
fillers: 376
diodes: 0
power_density_nw_per_um2: 75.7
chipArea_um2: 6400
rows: 21
total_power_mw: 0.0457
met3_length_um: 60
seq_area_frac_synth: 0
grt_pass1_vias: 383
p_leak_nw: 0.282
hold_class: "input pin to output pin"
io_buffer_count: 16
drive_above_1_share: 0.183
die_h_um: 80
pre_cts_ws_ns: -0.121
fmax_ghz: 0.156
vias_per_cell: 2.90
slew_violations: 0
fp_util: 0.115
track_usage: 0.0271
seqCellArea_um2: 0
grt_max_degree: 5
wl_met2_um: 478
fin_area_um2: 603
wl_per_cell_um: 7.42
ir_drop_uv: 10.1
grt_pass1_wl_um: 1490
status: "finished, final reports clean"
hold_ws_ns: 3.62
flops: 0
min_period_ns: 6.42
die_w_um: 80
post_cts_buffers: 0
hold_violations: 0
fp.coreArea_um2: 3420
hpwl_um: 779
period_used_share: 0.973
area_growth_pct: 53.0
slew_headroom: 0.904
clock_buffer_count: 0
hold_buffers: 0
drt-total-wl_um: 786
worst_slack_ns: 0.176
dpl_cell_area_um2: 597
firstDrtPassIters: 2
cp-start-kind: "input pin"
cp-end-kind: "output pin"
yosys_area_um2: 394
seq_power_share: 0
crit_fanout: 2
internal-power_mw: 0.0300
cp.required_ns: 5.28
synth.distinct_cells: 6
ys_cells: 46
tightestPinTransition_ns: 0.144
drc: 0
syn_area_per_cell_um2: 8.57
io_pins: 16
syn_area_um2: 394
power_switching_mw: 0.0157
drv_cap: 0
highest_layer: "met3"
cp.arrival_ns: 5.10
grt_overflow: 0
crit_type: "input pin to output pin"
antenna_found_initial: 0
pwr-share-comb: 1.000
setup_viol: 0
vias: 307
netSwitchingFraction: 0.343
ys.warnings.count: 0
rsz0062_at_grt: "no"
p_clk_frac: 0
==> final timing paths <==
kind	depth (start not counted)	endpoint	slack [ns]	start
worst min-delay path	4	product[1]	3.62	A[1]
worst max-delay path	17	product[7]	0.18	A[0]
==> cells by family after synthesis <==
kind of cell,share of synthesized area
simple gates,0.229
buf+inv,0.238
fa+ha+maj,0.533
==> power by group through the flow <==
stage	Combinational, mW	Clock [mW]	Sequential (mW)
final	0.0457	0	0
after global routing	0.0549	0	0
after CTS	0.0479	0	0
==> synth_stat cells (all sizes together) <==
master	n	area, um2
nand2	4	15.0
ha	4	50.1
inv	11	41.3
fa	8	160
and2	12	75.1
buf	7	52.6
==> placed cells by master (no fill, tap or decap) <==
| master | synthesis | final |
|---|---|---|
| inv_1 | 11 | 9 |
| inv_2 | 0 | 2 |
| dlygate4sd2_1 | 0 | 3 |
| fa_1 | 8 | 5 |
| ha_1 | 4 | 3 |
| clkdlybuf4s50_1 | 0 | 13 |
| nand2_1 | 4 | 4 |
| fa_2 | 0 | 3 |
| ha_2 | 0 | 1 |
| buf_4 | 7 | 5 |
| and2_1 | 12 | 12 |
==> timing repair <==
item,4_1_cts,5_1_grt
pin swaps,2,1
endpoints found under the setup margin,1,2
gates resized,7,2
==> metrics by stage <==
stage	std cells	setup TNS, ns
detailed placement	106	-0.121
finish	106	0
CTS	106	0
floorplan	46	0
global route	106	0
global placement	106	-0.109
==> worst max-delay path, stage by stage <==
cell and delay (ns):
clkdlybuf4s50_1 0.41, and2_1 0.15, ha_2 0.18, fa_2 0.33, inv_2 0.06, fa_1 0.41, inv_2 0.07, fa_2 0.18
inv_1 0.04, fa_1 0.47, inv_1 0.05, fa_1 0.37, inv_1 0.08, fa_2 0.17, inv_1 0.04, fa_1 0.35
clkdlybuf4s50_1 0.42
==> per-layer routing <==
layer | vias up | track usage
met2 | 5 | 0.0634
met4 | 0 | 0
met1 | 150 | 0.0224
met5 | - | 0
met3 | 0 | 0.00455
li1 | 152 | -
==> final cells by class <==
| cell class | count | area, um2 | share of cell area |
|---|---|---|---|
| tap | 46 | 57.6 | 0.0954 |
| timing repair buffer | 21 | 194 | 0.322 |
| inverter | 11 | 41.3 | 0.0685 |
| multi-input combinational | 28 | 310 | 0.515 |
Power figures rest on the tool's default switching activity, not on a simulated workload.
